$ cat ./config.mk
export PLATFORM = sky130hd
export DESIGN_NAME = ROM_InstrMem
export DESIGN_NICKNAME = ROM_InstrMem
export VERILOG_FILES = /design/flow/design.v
export SDC_FILE = /design/flow/constraint.sdc
export NUM_CORES = 4
export LEC_CHECK = 1
export CORE_AREA = 10 10 70 70
export DIE_AREA = 0 0 80 80
export SYNTH_MEMORY_MAX_BITS = 65536
$ cat ./constraint.sdc
current_design ROM_InstrMem

set clk_period 1.0
set clk_io_pct 0.2

create_clock -name clk0 -period $clk_period

set non_clock_inputs [all_inputs -no_clocks]
set_input_delay [expr $clk_period * $clk_io_pct] -clock clk0 $non_clock_inputs
set_output_delay [expr $clk_period * $clk_io_pct] -clock clk0 [all_outputs]
$ cat ./design.v
module ROM_InstrMem(
    input wire [31:0]pc_addr_i_ROM, 
    input wire chip_enable_i_ROM,
    output reg [31:0] instr_o_IFID, 
    output reg [31:0] pc_addr_o_IFID
    );
    reg [31:0] rom [0:1024];
    always @(*) begin
        if(chip_enable_i_ROM == 1'b0) begin  
            instr_o_IFID <= 32'b0;;
            pc_addr_o_IFID <= 32'd0;
        end
        else begin 
            instr_o_IFID <= rom[pc_addr_i_ROM];
            pc_addr_o_IFID <= pc_addr_i_ROM;
        end
    end
endmodule
$ cat ./run.sh
#!/bin/bash
# OpenROAD 26Q1-2900-gdf79404cd8, Yosys 0.63+post, stock flow scripts
make -C /OpenROAD-flow-scripts/flow DESIGN_CONFIG=/design/flow/config.mk WORK_HOME=/design/flow/orfs finish
==> CHANGELOG.md <==
### Changed

- Die height: 80 um
- Number of vias in the routed layout: 569
- Crit end category: primary output
- # port buffers: 65
- Fill cells: 366
- PwrDens: 309.2 mW/mm2
- Final HPWL DP: 1.879 mm
- Ant. Diodes: 0
- Routed Antenna Nets: 0
- Grt ovf: 0
- WP data required: 800 ps
- FF+latch area: 0 um2
- Top cells by count, synth: 32 x and2_2, 32 x buf_4, 3 x clkbuf_2, 1 x conb_1
- RD Place Congestion: 0.7595
- Synth area leader: and2_2
- Row Count: 21
- Post-synthesis instance area: 499.2 um2
- Data arrival time of the worst path: 750 ps
- Worst-path cell chain: buf_12 -> buf_12 -> and2_4 -> clkdlybuf4s15_1
- Hold buffer count at cts: 0
- DRT iter0 DRCs: 6
- Setup Viol. Count Final: 0
- Layout cell share with drive strength beyond 1: 49.62%
- Type of the worst setup path: in2out
- Grt peak-use layer: met2
- Area grow syn2layout: 114.3%
- Pwr Total: 0.0003307 W
- DRC: 0
- CP max-delay cell: clkdlybuf4s15_1
- Fin util: 31.32%
- DR vias/cell: 3.179
- First-pass GRT wire length: 3.284 mm
- Flop count: 0
- Initial core utilization: 14.62%
- Yosys Warn Count: 1
- Register share after synthesis: 0%
- Cycle use final: 94.94%
- DR pass1 iterations: 2
- Final Max Tran Viols: 0
- Max_cap viols: 0
- Cell Type Count: 4
- Wire per inst: 13.32 um
- Setup TNS: 0 ps
- Top cell by count, worst path: buf_12
- Synthesized instance count: 68
- CP Launch Type: input port
- Routed WL: 2.384 mm
- Top cell area share: 48.12%
- Clock buf count: 0
- Final hold violation count: 0
- Placement Setup Slack: -688.0 ps
- Worst path max stage delay: 170 ps
- Yosys chip area: 499.2 um2
- Hold Crit Class: in2out
- Vias in the first global route: 613
- P_leak: 0.6320 nW
- Core Region: 0.003416 mm2
- Crit-path max FO: 8
- Global-route met3 utilization: 2.159%
- Die Size: 0.006400 mm2
- Io pins: 97
- Status: complete, no violations
- Fmax: 1053 MHz
- Final Critical Period: 949.4 ps
- Biggest area cells: and2_2 48%, buf_4 48%, clkbuf_2 3.0%
- Largest net degree at the start of global routing: 17
- Avg Cell Area, Syn: 7.342 um2
- Met1 usage: 7.779%
- Max VDD drop: 0.00005301 V
- Setup WS post-layout: 50.65 ps
- Initial antenna violation count: 0
- Yosys cell count: 68
- Die width: 80 um
- Count of tool warnings: 33
- Met2 global-route usage: 10.59%
- RSZ-0062 raised after global routing: false
- Total Routing Usage GR: 6.211%
-- worst max-delay path, delay by kind of cell --
kind          cells  cell delay [ps]
buf+inv           3              420
simple gates      1              120
-- stage by stage --
step,instances,instance area (um2),hold WS (ps)
3_5_place_dp,176,1089,1366
3_3_place_gp,176,1089,1370
6_report,179,1070,785.7
2_1_floorplan,99,615.6,491.4
5_1_grt,179,1070,801.3
4_1_cts,179,1054,789.3
-- cells by family after synthesis --
family,after synthesis,synth area share (%)
simple gates,32,48.12
buf+inv,35,51.13
other cells,1,0.7512
-- placed cells by master, fill, tap and decap left out --
cell and n:
and2_4 32, conb_1 32, dlygate4sd2_1 32, buf_2 22, buf_6 7, buf_12 3, clkdlybuf4s15_1 3, buf_16 1
clkbuf_16 1
-- routing by layer --
metal  up-vias  part of all wire, %
li1        268                    -
met1       250                   43
met2        51                   47
met3         0                  9.8
met4         0                    0
met5         -                    0
-- report_power, final --
part / switching, W / internal (W)
Sequential: 0 / 0
Clock: 0 / 0
Combinational: 0.0000822 / 0.000249
Total: 0.0000822 / 0.000249
-- path summary, 6_finish.rpt --
| check | startpoint | endpoint | slack [ps] | cells past startpoint |
|---|---|---|---|---|
| worst min-delay path | pc_addr_i_ROM[12] | pc_addr_o_IFID[12] | 790 | 3 |
| worst max-delay path | chip_enable_i_ROM | pc_addr_o_IFID[16] | 50 | 4 |
-- cell type report --
class | count | area, um2 | share of cell area, %
timing repair buffer | 69 | 611.8 | 57.19
multi-input combinational | 64 | 400.4 | 37.43
tap | 46 | 57.56 | 5.380
-- what timing repair did --
item,4_1_cts,5_1_grt
gates cloned,2,1
pin swaps,9,1
setup buffers,1,0
endpoints found under the setup margin,32,16
resized,170,4
Power is estimated from default activity; no workload was simulated.
