[/design/flow/constraint.sdc]
current_design ID

set clk_period 1.0
set clk_io_pct 0.2

create_clock -name clk0 -period $clk_period

set non_clock_inputs [all_inputs -no_clocks]
set_input_delay [expr $clk_period * $clk_io_pct] -clock clk0 $non_clock_inputs
set_output_delay [expr $clk_period * $clk_io_pct] -clock clk0 [all_outputs]
[/design/flow/config.mk]
export PLATFORM = sky130hd
export DESIGN_NAME = ID
export DESIGN_NICKNAME = ID
export VERILOG_FILES = /design/flow/design.v
export SDC_FILE = /design/flow/constraint.sdc
export NUM_CORES = 4
export LEC_CHECK = 1
export CORE_AREA = 10 10 70 70
export DIE_AREA = 0 0 80 80
[/design/flow/design.v]
module ID(
    input wire rst_i_ID,
    input wire [31:0] instr_i_ID, 
    input wire [31:0] pc_addr_i_ID, 
    output reg [6:0] OpCode_o_ID, 
    output reg [2:0] func3_o_ID,
    output reg [6:0] func7_o_ID,
    output reg RdEn_1_o_ID,
    output reg [4:0] Rd_Addr1_o_ID, 
    output reg RdEn_2_o_ID,
    output reg [4:0] Rd_Addr2_o_ID, 
    output reg [31:0] immSignExtend_o_ID 
);
    wire[6:0] opcode = instr_i_ID[6:0];
    wire[4:0] rd = instr_i_ID[11:7];
    wire[2:0] func3 = instr_i_ID[14:12];
    wire[4:0] rs1 = instr_i_ID[19:15];
    wire[11:0] imm12 = instr_i_ID[31:20];
    wire[4:0] shamt = instr_i_ID[24:20];
    wire[6:0] func7 = instr_i_ID[31:25];
    wire[4:0] rs2 = instr_i_ID[24:20];
    always @(*) begin
        if(rst_i_ID == 1'b1 ) begin
            OpCode_o_ID <= 7'b0;
            func3_o_ID <= 3'b0;
            func7_o_ID <= 7'b0;
            RdEn_1_o_ID <= 1'b0;
            RdEn_2_o_ID <= 1'b0;
            Rd_Addr1_o_ID <= 5'b0; 
            Rd_Addr2_o_ID <= 5'b0; 
            immSignExtend_o_ID <= 32'b0;;
        end
        else begin
            OpCode_o_ID <= opcode;
            func3_o_ID <= func3;
            func7_o_ID <= func7;
            RdEn_1_o_ID <= 1'b1;
            RdEn_2_o_ID <= 1'b1;
            Rd_Addr1_o_ID <= rs1; 
            Rd_Addr2_o_ID <= rd; 
            immSignExtend_o_ID <= { {20{instr_i_ID[31]}} , instr_i_ID[11:0] };
        end
    end
endmodule
[/design/flow/run.sh]
#!/bin/bash
# OpenROAD 26Q1-2900-gdf79404cd8, Yosys 0.63+post, stock flow scripts
make -C /OpenROAD-flow-scripts/flow DESIGN_CONFIG=/design/flow/config.mk WORK_HOME=/design/flow/orfs finish
==> results.txt <==
outcome = finished with violations
violated checks = setup timing
die area = 6400 um^2
Comb power frac = 1.000
GR Util All Layers = 0.0702
Post-synth seq share = 0
fp util = 0.136
Post-Syn Instances = 63
top achievable clock speed = 0.940 GHz
period utilisation layout = 1.06
Final Hold Viols = 0
Fillers = 376
switch share = 0.284
final WL = 2620 um
sw power = 0.113 mW
crit start category = input port
Die W = 80 um
Peak VDD IR = 0.127 mV
Die Ht = 80 um
chip area line of the yosys report = 463 um^2
Placer Congestion = 0.684
ys cells = 63
initial antenna violation count = 0
drt wl/cell = 14.6 um
Non-Filler Instances = 180
min cycle time layout = 1.06 ns
first-pass iteration count of the detailed router = 1
Ports = 126
Avg Vias per Cell = 3.40
Initial DRC Count = 0
Clock power frac = 0
synthesis-to-layout area growth = 154%
most frequent cells in the layout = 35 x buf_2, 32 x dlygate4sd2_1, 15 x buf_6
vias in the first global route = 681
met2 WL = 1280 um
Slew headroom = 0.922
Critical Path RT = 0.80 ns
worst path cell trace = buf_12, buf_6, and2b_2, buf_6, buf_6
CP Data Arrival Time = 0.86 ns
Std-Cell Rows = 21
Final Slew Violations = 0
register cell area after layout = 0 um^2
Placed Cells = 165
hold depth = 3
largest stage delay on the critical path = 0.25 ns
RSZ-0062 raised after global routing = true
worst hold path type = input port to output port
clock buf count = 0
largest net degree at the start of global routing = 12
most frequent logic cell in the layout = buf_2
tool warning count = 71
WHS Endpoint = immSignExtend_o_ID[29]
metal3 WL = 395 um
Power Density = 338 nW/um^2
first-pass GRT wire length = 3700 um
MI comb area = 307 um^2
top sig layer = met3
synthesized area per cell = 7.35 um^2
Setup WS post-layout = -0.0639 ns
Antenna diodes = 0
Seq pwr share = 0
Post-DP HPWL = 2040 um
proportion of layout cells with a drive suffix above 1 = 0.657
Slew @ Worst Pin = 0.117 ns
Crit. End Element = output port
Synthesis Warnings = 1
Vias = 612
GRT overflow = 0
kind of critical path = input port to output port
min-delay src = instr_i_ID[31]
Max-cap violations = 0
count of cell types in the netlist = 5
port bufs = 89
mapped cell area = 463 um^2
post-layout util = 0.345
Setup violations, final = 10
Pint = 0.285 mW
FF+latch count = 0
TNS Setup = -0.422 ns
Routed Antenna Nets = 0
Crit path top cell by count = buf_6
Crit Path Max Fanout = 6
M1 WL = 950 um
CP max-delay cell = and2b_2
DRC = 0
Leak = 0.703 nW
core area = 3420 um^2
==> cell families (layout without fill, tap and decap cells) <==
| kind of cell | count (synthesis) | after routing | share of synthesized area |
|---|---|---|---|
| buf+inv | 36 | 104 | 0.592 |
| simple gates | 27 | 30 | 0.408 |
==> per-stage QoR <==
step	hold slack [ns]	setup slack, ns	instance area [um^2]	total power, mW
2_1_floorplan	0.463	0.104	463	0.140
3_3_place_gp	1.31	-0.919	1160	0.415
3_5_place_dp	1.31	-0.939	1160	0.417
4_1_cts	0.759	-0.154	1180	0.395
5_1_grt	0.754	-0.0821	1180	0.434
6_report	0.727	-0.0639	1180	0.398
==> per-layer routing <==
metal | GRT usage | up-vias
met5 | 0 | -
met4 | 0 | 0
met3 | 0.0420 | 0
met2 | 0.120 | 44
met1 | 0.0771 | 269
li1 | - | 299
==> layout make-up <==
type                       instances  share of cell area
inverter                           1             0.00319
multi-input combinational         30               0.260
tap                               46              0.0489
timing repair buffer             103               0.688
==> worst max path at each step <==
stage | cells past startpoint | start | end
4_1_cts | 6 | rst_i_ID | immSignExtend_o_ID[16]
5_1_grt | 5 | rst_i_ID | immSignExtend_o_ID[23]
6_report | 5 | rst_i_ID | immSignExtend_o_ID[23]
==> critical path, delay by kind of cell <==
family                 cells  cell delay [ns]
buffers and inverters      4             0.41
AND/OR/NAND/NOR            1             0.25
==> what timing repair did <==
action	4_1_cts	5_1_grt
pin swaps	0	0
buffers inserted	14	3
endpoints found under the setup margin	61	29
hold buffers	0	0
gates cloned	3	0
gates resized	228	28
==> power by group through the flow <==
stage     Combinational (mW)  Sequential [mW]  Clock [mW]
4_1_cts                0.395                0           0
5_1_grt                0.434                0           0
6_report               0.398                0           0
==> Yosys cell counts, drive strengths merged <==
cell   instances  area share
nor2b         19        0.26
and2b          8        0.15
buf           35        0.58
inv            1      0.0081
Power figures rest on the tool's default switching activity, not on a simulated workload.
