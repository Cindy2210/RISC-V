File: design/flow/design.v
module multiplication(
input [31:0] a,b,
output [63:0] ab
);
wire [31:0] t0,t1,t2,t3,t4,t5,t6,t7,t8,t9,t10,t11,t12,t13,t14,t15,t16,t17,t18,t19,t20,t21,t22,t23,t24,t25,t26,t27,t28,t29,t30,t31;
assign t0 = (b[0]==1) ? a : 4'h0;
assign t1 = (b[1]==1) ? a : 4'h0;
assign t2 = (b[2]==1) ? a : 4'h0;
assign t3 = (b[3]==1) ? a : 4'h0;
assign t4 = (b[4]==1) ? a : 4'h0;
assign t5 = (b[5]==1) ? a : 4'h0;
assign t6 = (b[6]==1) ? a : 4'h0;
assign t7 = (b[7]==1) ? a : 4'h0;
assign t8 = (b[8]==1) ? a : 4'h0;
assign t9 = (b[9]==1) ? a : 4'h0;
assign t10 = (b[10]==1) ? a : 4'h0;
assign t11 = (b[11]==1) ? a : 4'h0;
assign t12 = (b[12]==1) ? a : 4'h0;
assign t13 = (b[13]==1) ? a : 4'h0;
assign t14 = (b[14]==1) ? a : 4'h0;
assign t15 = (b[15]==1) ? a : 4'h0;
assign t16 = (b[16]==1) ? a : 4'h0;
assign t17 = (b[17]==1) ? a : 4'h0;
assign t18 = (b[18]==1) ? a : 4'h0;
assign t19 = (b[19]==1) ? a : 4'h0;
assign t20 = (b[20]==1) ? a : 4'h0;
assign t21 = (b[21]==1) ? a : 4'h0;
assign t22 = (b[22]==1) ? a : 4'h0;
assign t23 = (b[23]==1) ? a : 4'h0;
assign t24 = (b[24]==1) ? a : 4'h0;
assign t25 = (b[25]==1) ? a : 4'h0;
assign t26 = (b[26]==1) ? a : 4'h0;
assign t27 = (b[27]==1) ? a : 4'h0;
assign t28 = (b[28]==1) ? a : 4'h0;
assign t29 = (b[29]==1) ? a : 4'h0;
assign t30 = (b[30]==1) ? a : 4'h0;
assign t31 = (b[31]==1) ? a : 4'h0;
assign ab=t0+(t1<<1)+(t2<<2)+(t3<<3)+(t4<<4)+(t5<<5)+(t6<<6)+(t7<<7)+(t8<<8)+(t9<<9)+(t10<<10)+(t11<<11)+(t12<<12)+(t13<<13)+(t14<<14)+(t15<<15)+(t16<<16)+(t17<<17)+(t18<<18)+(t19<<19)+(t20<<20)+(t21<<21)+(t22<<22)+(t23<<23)+(t24<<24)+(t25<<25)+(t26<<26)+(t27<<27)+(t28<<28)+(t29<<29)+(t30<<30)+(t31<<31);
endmodule
File: design/flow/run.sh
#!/bin/bash
# OpenROAD 26Q1-2900-gdf79404cd8, Yosys 0.63+post, stock flow scripts
make -C /OpenROAD-flow-scripts/flow DESIGN_CONFIG=/design/flow/config.mk WORK_HOME=/design/flow/orfs finish
File: design/flow/config.mk
export PLATFORM = sky130hd
export DESIGN_NAME = multiplication
export DESIGN_NICKNAME = multiplication
export VERILOG_FILES = /design/flow/design.v
export SDC_FILE = /design/flow/constraint.sdc
export NUM_CORES = 4
export LEC_CHECK = 1
export CORE_UTILIZATION = 30
File: design/flow/constraint.sdc
current_design multiplication

set clk_period 28.9
set clk_io_pct 0.2

create_clock -name clk0 -period $clk_period

set non_clock_inputs [all_inputs -no_clocks]
set_input_delay [expr $clk_period * $clk_io_pct] -clock clk0 $non_clock_inputs
set_output_delay [expr $clk_period * $clk_io_pct] -clock clk0 [all_outputs]
==> reports/results.txt <==
Status: finished clean
Area growth syn-to-layout: 8.49%
Post-Place Cell Area: 34700 um^2
Clock buffer count: 0
GRT busiest layer: met2
Fin cells: 5019
Detail Placement HPWL: 64500 um
Core area: 105000 um^2
Crit path time final: 23.79 ns
Residual DRC: 0
Hold_buf cts: 0
Global-route total usage across every layer: 0.167
First-pass GRT wire length: 137000 um
Endpoint type of the worst setup path: output port
Largest net degree at the start of global routing: 33
Fin. Hold Viols: 0
Fillers: 10.8k
Syn_area_per_cell: 8.76 um^2
Cell Type Count: 61
Final WL: 80000 um
CP Class: input pin to output port
Share of cells above drive strength 1: 0.0193
WP data arrival: 18.01 ns
Input/output buffers: 128
Flop count: 0
Hold Path Class: input pin to output port
Starting Density: 0.303
Post-Synthesis Cells: 3647
Final core occ: 0.329
CTS resizes: 0
Total number of vias: 23.2k
Post-route setup TNS: 0 ns
Synth top cell by count: fa_1
M2 GR Usage: 0.256
Final setup violation count: 0
Antenna violations before repair: 0
# IOs: 128
Post-route ant nets: 0
Die Height: 328 um
Vias in the first global route: 25.7k
Max-area cell share: 0.548
OpenROAD warnings: 32
Tcrit/Tclk final: 0.823
Placed insts: 5019
Sequential element share of the synthesized area: 0
Max-slew headroom: 0.531
Post-Synthesis Cell Area: 31900 um^2
Row count: 119
FF+latch area: 0 um^2
Met3 Use GR: 0.0820
DR WL/cell: 15.9 um
Die area: 108000 um^2
RSZ-0062 raised after global routing: false
F_max: 42.0 MHz
Synth top cells by count: fa_1, inv_1, nand2_1
Most used cell, CP: fa_1
Crit path required time: 23.12 ns
Worst Path Max Fanout: 32
Cell taking the most area after synthesis: fa_1
Yosys stat cell total: 3647
Pins over their slew limit: 0
Final Instance Area: 34700 um^2
M1 GR Usage: 0.230
DRT Pass-1 Iters: 22
Max_cap viols: 0
DR iter-0 viols: 765
Vias/cell: 4.63
RD Place Congestion: 0.939
Grt ovf: 0
Post-CTS setup buffer count: 0
# diodes: 0
Crit-path slowest cell: fa_1
Largest stage delay, worst path: 0.58 ns
Yosys stat chip area: 31900 um^2
Die width: 328 um
Critical path startpoint category: input pin
Slew of the pin with the lowest slew margin: 0.699 ns
Synth Warn #: 0
Cell area leaders: fa_1, inv_1, nand2_1
kinds of logic after synthesis:
family	share of synthesized area
xor gates and xnor gates	0.0225
buffers and inverters	0.119
and+or+nand+nor	0.171
adders and majority gates	0.636
AOI/OAI and AO/OA	0.0502
muxes	0.000666
worst max-delay path, delay by kind of cell:
family	cells	cell delay [ns]
adder cells (fa/ha/maj)	14	6.34
AND/OR/NAND/NOR	4	0.56
XOR/XNOR	1	0.16
buffers and inverters	10	1.88
AND-OR/OR-AND	11	3.24
routing by layer:
layer | part of all wire | routed length (um)
met5 | 0 | 0
met3 | 0.11 | 8950
met2 | 0.47 | 37700
met1 | 0.41 | 32600
met4 | 0.0092 | 735
final timing paths:
check	start	endpoint	slack, ns	cells past startpoint
worst max-delay path	b[8]	ab[56]	5.11	40
worst min-delay path	b[0]	ab[0]	12.84	4
layout make-up:
class | count | area (um^2) | area share
Inverter | 804 | 3020 | 0.0871
Multi-Input combinational cell | 2631 | 28100 | 0.812
Timing Repair Buffer | 193 | 1770 | 0.0510
Tap cell | 1391 | 1740 | 0.0502
stage by stage:
stage | worst slack [ns] | hold WS (ns)
floorplan | 7.43 | 11.64
global placement | 5.15 | 12.84
detailed placement | 5.06 | 12.84
CTS | 5.05 | 12.86
global route | 4.45 | 12.88
finish | 5.11 | 12.84
cell usage in the layout, fill, tap and decap left out, types with 48 or more instances in the layout:
| master | n |
|---|---|
| inv_1 | 804 |
| buf_4 | 65 |
| clkdlybuf4s50_1 | 128 |
| xnor2_1 | 48 |
| and2_1 | 320 |
| fa_1 | 875 |
| nand2_1 | 774 |
| ha_1 | 224 |
| a21oi_1 | 95 |
